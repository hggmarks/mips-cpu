`design/flow/run.sh`:
```
#!/bin/bash
# OpenROAD 26Q1-2900-gdf79404cd8, Yosys 0.63+post, stock flow scripts
make -C /OpenROAD-flow-scripts/flow DESIGN_CONFIG=/design/flow/config.mk WORK_HOME=/design/flow/orfs finish
```
`design/flow/config.mk`:
```
export PLATFORM = sky130hd
export DESIGN_NAME = MUX_ALUSrc_B
export DESIGN_NICKNAME = MUX_ALUSrc_B
export VERILOG_FILES = /design/flow/design.v
export SDC_FILE = /design/flow/constraint.sdc
export NUM_CORES = 4
export LEC_CHECK = 1
export CORE_AREA = 10 10 74 74
export DIE_AREA = 0 0 84 84
```
`design/flow/constraint.sdc`:
```
current_design MUX_ALUSrc_B

set clk_period 4.5
set clk_io_pct 0.2

create_clock -name clk0 -period $clk_period

set non_clock_inputs [all_inputs -no_clocks]
set_input_delay [expr $clk_period * $clk_io_pct] -clock clk0 $non_clock_inputs
set_output_delay [expr $clk_period * $clk_io_pct] -clock clk0 [all_outputs]
```
`design/flow/design.v`:
```
module MUX_ALUSrc_B(
    input wire [31:0] b,
    input wire [31:0] sign_extend,
    input wire [31:0] sign_left,  
    input wire [1:0] sel,
    output reg [31:0] saida
    );
  always@(*) begin
    case (sel)
        2'b00: saida = b;
        2'b01: saida = 32'd4;
	      2'b10: saida = sign_extend; 
	      2'b11: saida = sign_left;
    endcase
  end
endmodule
```
==> run notes <==
Notes on the flow outputs.

- The run finished with clean final reports.
- The worst ir drop on vdd reads 37.8 uV.
- By startpoint and endpoint, the worst setup path is classified as in -> out.
- The first-iteration detailed-routing DRC count is 26.
- In the final layout, flip-flops and latches occupy 0 um^2.
- The maximum cell stage delay along the critical path reads 0.44 ns.
- The worst path buffer plus inverter count reads 3.
- The pin count of the biggest net entering global routing reads 33.
- The number of distinct standard cells referenced by the synthesized netlist reads 10.
- The die width reads ~84 um.
- The required time at the worst-slack endpoint reads approximately 3.6 ns.
- The worst setup path is captured at a primary output.
- The synthesized cell area is 791 um^2.
- The number of setup violations in the final report is 0.
- The vias per cell reads 4.46.
- The total met2 wirelength after detailed routing is 2460 um.
- The class of the tightest hold or removal check reads in -> out.
- The residual overflow from global routing reads 0.
- The ratio of final minimum period to clock period reads 77.1%.
- The first global-routing pass estimated 6940 um of wire.
- The portion of the post-synthesis area used by sequential elements is 0%.
- After its last routability iteration, the placer logged a weighted congestion of roughly 0.83.
- The power density over the cells reads approximately 92 mW/mm^2.
- The number of synthesis warnings is 1.
- Per the timing report, the biggest fanout along the worst path comes to 22.
- The highest clock rate this design can be run at is roughly 290 MHz.
- The met3 routed wirelength is 400 um.
- Listed in order, past its start point the critical path passes buf_2 -> buf_4 -> mux2_2 -> a2bb2oi_2 -> clkdlybuf4s50_1.
- The final HPWL from detailed placement reads around 4000 um.
- The number of cells on the critical path is 5.
- STA shows the worst min-delay path finishing at saida[9].
- Per the detail_route log, the uppermost layer with routed signals is met3.
- The hold slack is 2.67 ns.
- The share of the core filled with cells in the final layout is between 50% and 60%.
- The final routed DRC violation total is 0.
- The startpoint class of the critical path is an input pin.
- Once placement finished, the instance area stood at 0.00206 mm^2.
- The average footprint of a synthesized cell reads a little over 10 um^2.
- The effective utilization at floorplan reads 19.9%.
- The actual transition at the worst max-transition pin is 0.437 ns.
- The final layout report lists a clock buffer count of 0.
- The number of top-level pins reads 130.
- As logged by OpenROAD, the buffers inserted on ports number 130.
- The run reported a max-capacitance violation count of 0.
- The die span in y is 84 um.
- The number of cell rows reads 23.
- The via count of the routed design reads roughly 1,100.
- The minimum period implied by the final worst setup slack is approximately 3.5 ns.
- The first detailed-routing pass took 3 iterations.
- Measured against its own limit, the worst slew margin works out to 70.9%.
- Setup repair after global routing left no endpoint under its margin.
- The finished cells cover 0.00206 mm^2.
- The non-filler instance count after layout is roughly 250.
- The area added between synthesis and finish is 160%.
- In the synthesis report, Yosys lists the chip area as 791 um^2.
- The script logs the mean routed wire length per placed instance as 18.6 um.
- The data arrival time of the critical path is between 2 and 3 ns.
- The number of hold-slack violations in the final timing report is 0.
- In this run the remaining antenna-violating nets after routing total 0.
- The number of sequential storage elements is 0.
- Per the STA report, the cell with the highest stage delay on the worst path is clkdlybuf4s50_1.
- The overall track demand over capacity in global routing is 11.9%.
- The number of gates resized after cts reads 0.
- Among cell families on the critical path, the largest total delay comes from buffers and inverters.
- The die area is about 0.0071 mm^2.
- The initial antenna violation count reads 0.
- The number of global-route vias before repair is 1,173.
- The antenna diode count reads 0.
- Per the layout report, the design carries 343 filler cells.
- For this block, the routed nets add up to 4610 um of wire.
- The worst hold path stage count is 4.
- The synthesized instance count is 78.
- The core outline area is 0.00397 mm^2.
- The wire length the detailed router placed on met1 is 1750 um.
- Cells with a size suffix above 1 make up 8.08% of the layout.
- In this run the post-CTS setup repair buffer count came out at 0.
- The startpoint of the most critical hold path is sel[1].
- The placed cell count is between 200 and 250.
- The number of warnings in the stage logs reads 32.
- The final max-slew violation count recorded for this run is 0.
- The number of hold buffers added after CTS was 0.
- For this design, Yosys synthesis ends with a cell count of 78.
- The final-layout setup total negative slack is 0 ns.
- The static leakage reads a little under 0.0008 uW.
cell usage after synthesis:
master / instances / area (um^2)
inv_1: 1 / 3.75
buf_6: 8 / 90.1
clkbuf_1: 2 / 7.51
a2bb2oi_2: 1 / 15.0
o2bb2ai_2: 10 / 150
mux2_2: 1 / 11.3
mux2i_1: 31 / 310
and2_4: 1 / 8.76
o2bb2ai_1: 21 / 184
buf_2: 2 / 10.0
routing by layer:
metal  vias to the layer above  track usage, %
met4                         0               0
met1                       487            13.7
li1                        560               -
met5                         -               0
met2                        59            21.9
met3                         0            3.84
power by group:
group          switching, uW  internal [uW]
logic                   48.7            141
registers                  0              0
clock network              0              0
cell families after synthesis:
group           count (synthesis)  synth area share, %
simple gates                    1                 1.11
mux                            32                 40.7
buf+inv                        13                 14.1
compound gates                 32                 44.1
cell type report:
class                           count  area, um^2  share of cell area [%]
Inverter                            1        3.75                   0.182
Multi-Input combinational cell     65         679                    33.0
Timing Repair Buffer              132        1310                    63.7
Tap cell                           50        62.6                    3.04
worst max path at each step:
stage,startpoint,slack [ns],endpoint
after CTS,sel[1],1.0,saida[2]
after global routing,sel[1],0.93,saida[2]
final,sel[1],1.03,saida[2]
metrics by stage:
| step | total power [uW] | worst slack (ns) |
|---|---|---|
| 6_report | 190 | 1.03 |
| 5_1_grt | 205 | 0.928 |
| 4_1_cts | 194 | 0.998 |
| 3_5_place_dp | 193 | 1.01 |
| 3_3_place_gp | 192 | 1.03 |
| 2_1_floorplan | 57.0 | 2.08 |
placed cells by master, fill, tap and decap left out:
| master | count |
|---|---|
| clkdlybuf4s50_1 | 129 |
| mux2i_1 | 31 |
| o2bb2ai_1 | 21 |
| o2bb2ai_2 | 10 |
| buf_4 | 2 |
| and2_4 | 1 |
| mux2_2 | 1 |
| inv_1 | 1 |
| a2bb2oi_2 | 1 |
| buf_2 | 1 |
No activity file was given, so power comes from the tool's default toggle rates.
